==> ./design.v <==
`timescale 1ns / 1ps
module input_block
	(
		input wire clk,
		input wire reset,
		input  wire [32-1:0] 		input_channel_din,
		input  wire 							busy_engine_din,
		input  wire 							zero_credits_din,
		output wire [(2 * 32)-1:0]	plaintext_dout,
		output wire [(2 * 32)-1:0]	key_dout,
		output wire [32-3:0]		header_flit_dout,
		output wire 							transfer2pe_strobe_dout
	);
	wire [4:0] 	register_enable;
	wire 					write_strobe;
	des_nic_input_control_unit unidad_de_control_bloque_de_entrada
		(
			.clk	(clk),
			.reset 	(reset),
			.header_field_din			(input_channel_din[31]),
			.busy_engine_din			(busy_engine_din),
			.zero_credits_din			(zero_credits_din),
			.transfer2pe_strobe_dout	(transfer2pe_strobe_dout),
			.write_strobe_dout			(write_strobe),
			.register_enable_dout		(register_enable)
		);
	reg [32-3:0] header_flit_reg;
	always @(posedge clk)
		if (register_enable[0] & write_strobe)
				header_flit_reg <= input_channel_din[29:0];
	reg [32-1:0] DATA_FLIT_BANK [4-1:0];
	genvar index;
	generate
		for (index = 0; index < (4); index = index + 1)
			begin: registros_interfaz_de_red
				always @(posedge clk)
					if (register_enable[index+1] & write_strobe)
						DATA_FLIT_BANK[index] <= input_channel_din;
			end
	endgenerate
		assign header_flit_dout = header_flit_reg;
		assign plaintext_dout 	= {DATA_FLIT_BANK[0], DATA_FLIT_BANK[1]};
		assign key_dout 	  	= {DATA_FLIT_BANK[2], DATA_FLIT_BANK[3]};
endmodule 
`timescale 1ns / 1ps
module des_nic_input_control_unit 
	(
		input wire clk,
		input wire reset,
		input wire 	header_field_din,
		input wire 	busy_engine_din,
		input wire 	zero_credits_din,
		output wire transfer2pe_strobe_dout,
		output wire 				write_strobe_dout,
		output wire [4:0] register_enable_dout
	);
	localparam IDLE 	= 2'b00;
	localparam CAPTURE 	= 2'b01;
	localparam WAIT 	= 2'b10;
	localparam LOAD		= 1'b1;
	localparam SHIFT	= 1'b0;
		reg  [4:0] register_enable_reg;
		wire [4:0] register_enable_next;
		always @(posedge clk)
			if (reset)
				register_enable_reg <= {{4{1'b0}}, 1'b1};
			else
				register_enable_reg <= register_enable_next;
		assign register_enable_next = 	(state_next == CAPTURE) ? register_enable_reg << 1 		:
										(state_next == IDLE)	? {{4{1'b0}}, 1'b1}	:
										register_enable_reg;
		assign register_enable_dout = register_enable_reg;
		assign write_strobe_dout	= (state_next == CAPTURE) ? 1'b1 : 1'b0;
		reg [1:0]	state_reg;
		reg [1:0]	state_next;
		always @(posedge clk)
			if (reset)
				state_reg <= IDLE;
			else
				state_reg <= state_next;
		always @(*)
			begin
				state_next <= state_reg;
				case (state_reg)
					IDLE:
						if (header_field_din)
							state_next <= CAPTURE;
					CAPTURE:
						if ((register_enable_reg      == {4+1{1'b0}}) & (~busy_engine_din) & (~zero_credits_din))
							state_next <= IDLE;
						else if ((register_enable_reg == {4+1{1'b0}}) & (busy_engine_din   | zero_credits_din))
							state_next <= WAIT;
					WAIT:
						if (~busy_engine_din & ~zero_credits_din)
							state_next <= IDLE;
				endcase  
			end
		assign transfer2pe_strobe_dout	= ((state_reg == CAPTURE | state_reg == WAIT) & (state_next == IDLE)) ? 1'b1 : 1'b0;
	reg [7*8:0] state_reg_dbg;
	always @(*)
		case (state_reg)
			IDLE: 		state_reg_dbg 	= " IDLE  ";
			WAIT: 		state_reg_dbg 	= " WAIT  ";
			CAPTURE:	state_reg_dbg 	= "CAPTURE";
			default : 	state_reg_dbg 	= " ERROR ";
		endcase
endmodule
==> ./run.sh <==
#!/bin/bash
# OpenROAD 26Q1-2900-gdf79404cd8, Yosys 0.63+post, stock flow scripts
make -C /OpenROAD-flow-scripts/flow DESIGN_CONFIG=/design/flow/config.mk WORK_HOME=/design/flow/orfs finish
==> ./config.mk <==
export PLATFORM = sky130hd
export DESIGN_NAME = input_block
export DESIGN_NICKNAME = input_block
export VERILOG_FILES = /design/flow/design.v
export SDC_FILE = /design/flow/constraint.sdc
export NUM_CORES = 4
export LEC_CHECK = 1
export CORE_UTILIZATION = 40
==> ./constraint.sdc <==
current_design input_block

set clk_period 5.2
set clk_io_pct 0.2

create_clock -name clk0 -period $clk_period [get_ports {clk}]

set non_clock_inputs [all_inputs -no_clocks]
set_input_delay [expr $clk_period * $clk_io_pct] -clock clk0 $non_clock_inputs
set_output_delay [expr $clk_period * $clk_io_pct] -clock clk0 [all_outputs]
==> impl_metrics.ini <==
; synthesis and place-and-route metrics
[synth]
avgSynthCellArea_um2 = 24.6
synth_top_cell_by_area = edfxtp_1
ys_area_um2 = 5190
top_cells_by_area = edfxtp_1, dfxtp_1, o32ai_1
netlist_area_um2 = 5190
netlist_instances = 211
yosysTopAreaCellShare = 0.914
ys_types = 26
yosys_cells = 211
yosysWarnings = 3
ys_ff = 166
ys_seq_frac = 0.945

[final_layout]
stdcell_area_um2 = 7980
nFillCells = 894
syn_to_final_growth_pct = 53.8
seq_area_um2 = 4900
comb_area_um2 = 303
drive_above_1_share = 0.0936
largest_reg_flops = 128

[routing]
drt_first_pass_iters = 4
wl_per_cell_um = 18.6
ant_nets = 0
drt-total-wl_um = 11300
drtIter0Drc = 147
drc_errors = 0
num_antenna_cells = 0
num_vias = 2819
viasPerCell = 4.62

[timing]
rsz0062_at_grt = false
layout_min_cycle_time_ns = 3.68
setup_viol_count_final = 0
fmax_mhz = 272
tns_ns = 0
fin_hold_ws_ns = 0.536
tightest_slew_ns = 0.531
hold_violations = 0
max-slew-margin-rel = 0.645
drv_slew = 0
min_period_over_period = 0.708
finClkSkew_ns = 0.00859

[clock_network]
cts_setup_buffers = 0
cts_buffer_depth = 2
numCtsBuffers = 17
root_buffer = clkbuf_16
cts-hold-fix-buffers = 0
clk_latency_ns = 0.42
cts_resized = 0
cts.sinks = 166
cts_max_level = 4
path_clk_slew_ns = 0.06
cts_tree = built

[die]
fp_util = 0.411
rows = 41
chipHeight_um = 116
core_um2 = 12600
die_x_um = 116
die_area_um2 = 13400
num_io_pins = 195

[global_route]
grt_start_max_net_pins = 21
gr-usage-met2 = 0.273
grt_pass1_wl_um = 16500
grt.overflow.total = 0
gr-usage-all-layers = 0.186
antenna_found_initial = 0
met3_usage = 0.0847
grt_pass1_vias = 2815
grt_use_met1 = 0.299
busiest_layer = met1

[power_and_ir_drop]
peakVddDrop_mv = 0.272
power_density_nw_per_um2 = 367
p_leak_nw = 2.68

[critical_path]
crit_required_ns = 4.16
startpoint = busy_engine_din
path_max_fanout = 4
worst_setup_path_end_kind = primary output
start_kind = input port
arrival_ns = 2.64
worstSetupPathType = in -> out

[placed_design]
placed_area_um2 = 7420
portBuffers = 194
dp_hpwl_um = 7800
place.gp.congestion = 0.826

[flow_run]
maxCapViolations = 0
warnings = 25

[run_status]
outcome = finished, final reports clean

[min_path]
worstHoldPathType = reg -> reg
-- power breakdown --
group | internal, W | switching (W)
clock network | 0.000740 | 0.000463
registers | 0.00153 | 0.0000182
logic | 0.000105 | 0.0000751
total | 0.00237 | 0.000556
-- path summary, 6_finish.rpt --
check                            endpoint  slack (ns)  cells after the start
setup / recovery  transfer2pe_strobe_dout        1.52                      5
hold reg to reg                 flip-flop        0.54                      2
setup reg to reg    DATA_FLIT_BANK[1][27]        2.99                      5
hold / removal                  flip-flop        0.54                      2
-- metal layers --
| metal | up-vias | share of wire |
|---|---|---|
| met5 | - | 0 |
| met1 | 1379 | 0.40 |
| met3 | 17 | 0.10 |
| met4 | 0 | 0.018 |
| met2 | 143 | 0.48 |
| li1 | 1280 | - |
-- cells in the mapped netlist --
cell,count
edfxtp_1,158
o21ai_0,2
nor3_4,1
nor3_1,1
a32oi_1,1
nor2b_1,3
o22ai_1,2
a21o_1,1
a22oi_4,1
nor2_1,6
nand3_1,1
nand3b_1,1
inv_1,4
nand2_1,5
or2_4,1
o32ai_1,3
a21oi_1,3
a21bo_1,1
o21a_1,1
a31oi_1,1
nor2_2,1
dfxtp_1,8
clkbuf_1,2
o2111ai_2,1
o211ai_1,1
o221ai_1,1
-- worst max-delay path: stages --
cell             delay [ns]
clkdlybuf4s50_1        0.43
or2_4                  0.28
o32ai_1                0.27
o21a_1                 0.17
clkdlybuf4s50_1        0.45
-- cells in the final DEF (no fill, tap or decap), drive strengths merged, types with 2 or more instances in the layout --
cell type and count:
o22ai 2, nor2 7, nor2b 3, clkinv 8, edfxtp 158, nor3 2, nand2 5, clkdlybuf4s50 194
clkbuf 18, o21ai 2, a21oi 3, buf 5, dfxtp 8, bufinv 3, o32ai 3, inv 4
-- stage by stage --
stage               utilization  std cells  power, W  setup slack (ns)
floorplan                     -        211   0.00160              1.68
global placement          0.588        580   0.00175              1.54
detailed placement        0.588        580   0.00175              1.52
CTS                       0.633        610   0.00295              1.51
global route              0.633        610   0.00302              1.43
finish                    0.633        610   0.00293              1.52
-- kinds of logic (layout without fill, tap and decap cells) --
kind of cell | after synthesis | after routing | share of synthesized area
DFF | 166 | 166 | 0.945
AOI/OAI and AO/OA | 19 | 19 | 0.0301
buffers and inverters | 6 | 233 | 0.00434
and+or+nand+nor | 20 | 20 | 0.0210
-- cell type report --
cell class,count,area share
well taps,172,0.0270
repair buffers,199,0.248
multi-input cells,39,0.0379
flip-flops and latches,166,0.614
clock buffers,18,0.0538
inverters,4,0.00188
clock inverters,12,0.0172
Power and IR drop assume default switching activity.
